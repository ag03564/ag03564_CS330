## design/flow/design.v

```verilog
module Instruction_Memory
(
  input [63:0] Inst_Address,
  output reg [31:0] Instruction
);
  reg [7:0]Instruction_Memory[15:0];
  initial
    begin
        Instruction_Memory[0] = 8'b10000000;
        Instruction_Memory[1] = 8'b01010100;
        Instruction_Memory[2] = 8'b01000000;
        Instruction_Memory[3] = 8'b01000011;
        Instruction_Memory[4] = 8'b10000010;
        Instruction_Memory[5] = 8'b00000110;
        Instruction_Memory[6] = 8'b00011010;
        Instruction_Memory[7] = 8'b01111110;
        Instruction_Memory[8] = 8'b10010000;
        Instruction_Memory[9] = 8'b10010100;
        Instruction_Memory[10] = 8'b01010100;
        Instruction_Memory[11] = 8'b00110000;
        Instruction_Memory[12] = 8'b00110011;
        Instruction_Memory[13] = 8'b00101000;
        Instruction_Memory[14] = 8'b11010101;
        Instruction_Memory[15] = 8'b00111110;
    end
    always @(Inst_Address)
    begin
      Instruction = {Instruction_Memory[Inst_Address[3:0]+3],Instruction_Memory[Inst_Address[3:0]+2],Instruction_Memory[Inst_Address[3:0]+1],Instruction_Memory[Inst_Address[3:0]]};
    end
endmodule
module Instruction_Fetch(input clk_1, input reset_1, output wire [31:0] final_instruction);
wire [63:0] adder_out;
wire [63:0] PC_Output;
Program_Counter pc
  (
  .clk(clk_1),
  .reset(reset_1),
  .PC_In(adder_out),
  .PC_Out(PC_Output)
  );
adder a1
  (
    .a(PC_Output),
    .b(64'd4),
    .out(adder_out)
  );
Instruction_Memory im
(
  .Inst_Address(PC_Output),
  .Instruction(final_instruction)
);
endmodule
module Program_Counter
  (
    input clk, input reset, input [63:0] PC_In,
    output reg [63:0] PC_Out
  );
  always @ (posedge clk)
  begin  
    if (reset)
      PC_Out<=0;
    else
      PC_Out<=PC_In;
  end
endmodule
module adder
  (
    input [63:0] a, input [63:0] b,
    output reg [63:0] out
  );
always @(*) 
begin
   out = a+b;
end
endmodule
```

## design/flow/run.sh

```bash
#!/bin/bash
# OpenROAD 26Q1-2900-gdf79404cd8, Yosys 0.63+post, stock flow scripts
make -C /OpenROAD-flow-scripts/flow DESIGN_CONFIG=/design/flow/config.mk WORK_HOME=/design/flow/orfs finish
```

## design/flow/config.mk

```make
export PLATFORM = sky130hd
export DESIGN_NAME = Instruction_Fetch
export DESIGN_NICKNAME = Instruction_Fetch
export VERILOG_FILES = /design/flow/design.v
export SDC_FILE = /design/flow/constraint.sdc
export NUM_CORES = 4
export LEC_CHECK = 1
export CORE_AREA = 10 10 70 70
export DIE_AREA = 0 0 80 80
```

## design/flow/constraint.sdc

```tcl
current_design Instruction_Fetch

set clk_period 1.0
set clk_io_pct 0.2

create_clock -name clk0 -period $clk_period [get_ports {clk_1}]

set non_clock_inputs [all_inputs -no_clocks]
set_input_delay [expr $clk_period * $clk_io_pct] -clock clk0 $non_clock_inputs
set_output_delay [expr $clk_period * $clk_io_pct] -clock clk0 [all_outputs]
```

==> metrics.json <==
{
  "initial_antenna_violation_count": {"value": 0},
  "worst_path_max_delay_cell": {"value": "sky130_fd_sc_hd__dfxtp_4"},
  "xor_area_frac": {"value": 0},
  "placement_rows": {"value": 21},
  "swShare": {"value": 0.258},
  "globalplace.congestion": {"value": 0.728},
  "post_synth_and_or_nand_nor_area_fraction": {"value": 0.0994},
  "max-vdd-ir-drop": {"value": 813, "unit": "µV"},
  "core_util_floorplan": {"value": 0.122},
  "cts_max_path_buffers": {"value": 2},
  "clock.fmax": {"value": 766, "unit": "MHz"},
  "period_used_share": {"value": 1.31},
  "die_w": {"value": 80, "unit": "µm"},
  "port_buffers": {"value": 27},
  "fp.dieH": {"value": 80, "unit": "µm"},
  "final_common_cell": {"value": "sky130_fd_sc_hd__buf_6"},
  "critical_path.cell_chain": {"value": "inv_6 > buf_6 > ha_4 > inv_2 > buf_2"},
  "clockRootBuffer": {"value": "sky130_fd_sc_hd__clkbuf_4"},
  "synthAoiAreaFrac": {"value": 0},
  "synth_area": {"value": 415, "unit": "µm²"},
  "synthAdderAreaFrac": {"value": 0.241},
  "detail_route.drc_violations": {"value": 0},
  "final_area": {"value": 941, "unit": "µm²"},
  "ys_top_cells_by_area": {"value": "sky130_fd_sc_hd__buf_4 31%, sky130_fd_sc_hd__dfxtp_1 29%, sky130_fd_sc_hd__ha_1 24%"},
  "dp_cells": {"value": 108},
  "worstSkewPairLatency": {"value": 0.25, "unit": "ns"},
  "grt_start_max_net_pins": {"value": 6},
  "fin_cells": {"value": 126},
  "power.leakage": {"value": 0.421, "unit": "nW"},
  "via_per_inst": {"value": 2.91},
  "routed_wirelength": {"value": 1270, "unit": "µm"},
  "tritoncts": {"value": "built"},
  "rrSetupSlack": {"value": -0.30, "unit": "ns"},
  "critPathArrivalTime": {"value": 1.11, "unit": "ns"},
  "detail_route.wl_per_cell": {"value": 10.0, "unit": "µm"},
  "final_util": {"value": 0.275},
  "power.switching": {"value": 0.238, "unit": "mW"},
  "netlist.area_leader.share": {"value": 0.307},
  "internal-power": {"value": 0.684, "unit": "mW"},
  "clock_power_share": {"value": 0.263},
  "clkSinkCount": {"value": 6},
  "ioPinCount": {"value": 34},
  "finalSetupViolCount": {"value": 23},
  "floorplan.die_area": {"value": 6400, "unit": "µm²"},
  "yosysChipArea": {"value": 415, "unit": "µm²"},
  "detailedPlacementHpwl": {"value": 920, "unit": "µm"},
  "syn-instance-count": {"value": 44},
  "yosys-mux-area-fraction": {"value": 0},
  "yosys.stat.seqShare": {"value": 0.289},
  "timing_max_transition_violations_final": {"value": 0},
  "first_pass_grt_wire_length": {"value": 1950, "unit": "µm"},
  "final.setup.worst_slack": {"value": -0.306, "unit": "ns"},
  "crit_family": {"value": "flip-flops"},
  "worst_setup_path_start_kind": {"value": "flop"},
  "num_antenna_cells": {"value": 0},
  "largest_area_cell": {"value": "sky130_fd_sc_hd__buf_4"},
  "postCtsHoldBufs": {"value": 0},
  "cp.buffers_inverters": {"value": 4},
  "synth_stat.cells": {"value": 44},
  "crit_type": {"value": "reg2out"},
  "detail_route.first_pass.iterations": {"value": 2},
  "critical_path.max_stage_delay": {"value": 0.41, "unit": "ns"},
  "hold_path_class": {"value": "in2reg"},
  "worst_ep_required_time": {"value": 0.80, "unit": "ns"},
  "violations": {"value": "negative setup slack"},
  "drt_iter0_drc": {"value": 2},
  "final_layout_size_suffix_gt1_frac": {"value": 0.763},
  "cts_made_buffers": {"value": 3},
  "pwr-share-seq": {"value": 0.314},
  "yosys_warnings": {"value": 3},
  "coreArea": {"value": 3420, "unit": "µm²"},
  "synthesis.area_per_instance": {"value": 9.44, "unit": "µm²"},
  "overflow": {"value": 0},
  "stage_log_warnings": {"value": 35},
  "cap_viol_max_count": {"value": 0},
  "grt_pass1_vias": {"value": 402},
  "postRouteAntennaNets": {"value": 0},
  "route.vias.total": {"value": 367},
  "timing.critical_path.to_type": {"value": "output pin"},
  "post_dp_cell_area": {"value": 677, "unit": "µm²"},
  "power_per_cell_area": {"value": 980, "unit": "nW/µm²"},
  "synth_cell_types": {"value": 9},
  "setup_repair_after_global_routing_missed_its_margin": {"value": "yes"},
  "most_used_cells_in_the_layout_excluding_fill_and_tap_cells": {"value": "26 x sky130_fd_sc_hd__buf_6, 8 x sky130_fd_sc_hd__ha_4, 7 x sky130_fd_sc_hd__buf_2, 6 x sky130_fd_sc_hd__conb_1"},
  "run_status": {"value": "complete, but fails checks"},
  "ys.flops": {"value": 6},
  "global_route.usage.total": {"value": 0.0381},
  "logic_family": {"value": "buffers and inverters"},
  "share_comb_of_total_power": {"value": 0.423},
  "period_minus_slack": {"value": 1.31, "unit": "ns"},
  "clk_transition_reported_paths": {"value": 0.05, "unit": "ns"},
  "area_growth": {"value": 127, "unit": "%"},
  "clock_skew": {"value": 0.00493, "unit": "ns"},
  "cts_max_level": {"value": 1},
  "worst-path-max-fanout": {"value": 5},
  "timing.final.hold_violations": {"value": 0}
}
## registers in the layout (all words and copies together), names as in the netlist
signal,flops
final_instruction,4
pc.PC_Out,2
## final cells by class
type	count	area (µm²)
clock buffer	4	26.3
inverter	6	32.5
fill	353	2470
tap	46	57.6
sequential	6	130
timing repair buffer	44	425
multi-input combinational	20	269
## synth_stat cells
cell and number:
sky130_fd_sc_hd__nor2_1 2, sky130_fd_sc_hd__conb_1 1, sky130_fd_sc_hd__nor3b_1 1, sky130_fd_sc_hd__dfxtp_1 6
sky130_fd_sc_hd__buf_4 17, sky130_fd_sc_hd__inv_1 6, sky130_fd_sc_hd__and2b_2 2, sky130_fd_sc_hd__ha_1 8
sky130_fd_sc_hd__or3b_1 1
## routing by layer
layer,share of wire,global-route usage,up-vias
li1,-,-,177
met1,0.35,0.0375,166
met2,0.48,0.0650,24
met3,0.17,0.0295,0
met4,0,0.00176,0
met5,0,0,-
## per-stage QoR
step | TNS (ns) | hold WS (ns) | setup slack (ns) | power, mW
after floorplan | -0.136 | 0.263 | -0.136 | 0.395
after global placement | -5.83 | 0.596 | -0.338 | 0.559
after detailed placement | -6.26 | 0.608 | -0.363 | 0.561
after CTS | -5.47 | 0.603 | -0.322 | 0.879
after global routing | -6.37 | 0.636 | -0.353 | 0.992
final | -5.41 | 0.620 | -0.306 | 0.922
## timing repair
item	4_1_cts	5_1_grt
resized	108	14
pin swaps	5	4
endpoints found under the setup margin	30	26
setup buffers	13	1
## power groups by stage
stage	registers (mW)	clock network, mW	logic (mW)
4_1_cts	0.288	0.252	0.338
5_1_grt	0.294	0.270	0.428
6_report	0.290	0.243	0.390
## path summary, 6_finish.rpt
| path | startpoint | endpoint | cells past startpoint |
|---|---|---|---|
| worst min register to register | pc.PC_Out[2] | pc.PC_Out[2] | 4 |
| worst max register to register | pc.PC_Out[2] | final_instruction[7] | 4 |
| worst min-delay path | reset_1 | final_instruction[0] | 2 |
| worst max-delay path | pc.PC_Out[2] | final_instruction[29] | 5 |
## cell families (layout without fill, tap and decap cells)
| family | after synthesis | in the layout |
|---|---|---|
| other | 1 | 6 |
| AND/OR/NAND/NOR | 6 | 6 |
| adder cells (fa/ha/maj) | 8 | 8 |
| buffers and inverters | 23 | 54 |
| flip-flops | 6 | 6 |
Power is estimated from default activity; no workload was simulated.
