==> flow/design.v <==
module mux(Input0,Input1,sel,Output
    );
    input wire[63:0] Input0;
    input wire[63:0] Input1;
    input sel;
    output reg[63:0] Output;
    always @(sel or Input0 or Input1)
    begin
        if(sel == 0) 
            Output = Input0; 
        else
            Output = Input1;  
    end
endmodule
==> flow/run.sh <==
#!/bin/bash
# OpenROAD 26Q1-2900-gdf79404cd8, Yosys 0.63+post, stock flow scripts
make -C /OpenROAD-flow-scripts/flow DESIGN_CONFIG=/design/flow/config.mk WORK_HOME=/design/flow/orfs finish
==> flow/config.mk <==
export PLATFORM = sky130hd
export DESIGN_NAME = mux
export DESIGN_NICKNAME = mux
export VERILOG_FILES = /design/flow/design.v
export SDC_FILE = /design/flow/constraint.sdc
export NUM_CORES = 4
export LEC_CHECK = 1
export CORE_AREA = 10 10 83 83
export DIE_AREA = 0 0 93 93
==> flow/constraint.sdc <==
current_design mux

set clk_period 1.0
set clk_io_pct 0.2

create_clock -name clk0 -period $clk_period

set non_clock_inputs [all_inputs -no_clocks]
set_input_delay [expr $clk_period * $clk_io_pct] -clock clk0 $non_clock_inputs
set_output_delay [expr $clk_period * $clk_io_pct] -clock clk0 [all_outputs]
==> impl_metrics.sql <==
-- load yosys + openroad results
INSERT INTO impl_metrics (metric_group, metric, value, unit) VALUES
('flow_run', 'drv_cap', '0', ''),
('die', 'initial_core_utilization', '0.2096', ''),
('setup_path', 'worst-path-stages', '5', ''),
('finish', 'drive_gt1_frac', '0.5311', ''),
('global_routing', 'grt_max_degree', '15', ''),
('global_routing', 'grt_pass1_vias', '1548', ''),
('outcome', 'status', 'complete, but fails checks', ''),
('finish', 'flops', '0', ''),
('yosys', 'synth-cells-yosys', '71', ''),
('timing', 'final_max_slew_viol_count', '0', ''),
('flow_run', 'tool_warnings', '35', ''),
('setup_path', 'worst-endpoint-required', '0.80', 'ns'),
('placed_design', 'dp_worst_setup_slack', '-0.5467', 'ns'),
('timing', 'timing.final.ws_setup', '-0.1850', 'ns'),
('routing', 'viasPerCell', '3.907', ''),
('hold_path', 'min-delay-start', 'Input1[18]', ''),
('outcome', 'failed_checks', 'negative setup slack', ''),
('finish', 'final.fill_count', '506', ''),
('routing', 'num_vias', '1344', ''),
('global_routing', 'antenna_found_initial', '1', ''),
('yosys', 'synthAdderAreaFrac', '0', ''),
('yosys', 'post_synth_main_logic_family', 'multiplexers', ''),
('power', 'totalPowerFinal', '1.220', 'mW'),
('setup_path', 'critical_path.top_delay_family', 'buffers and inverters', ''),
('finish', 'final-comb-area', '957.2', 'µm²'),
('power', 'power.density', '400.1', 'nW/µm²'),
('power', 'leakage', '1.699', 'nW'),
('timing', 'timing.final.crit_share', '1.185', ''),
('timing', 'rsz_0062_raised_after_global_routing', 'true', ''),
('die', 'fp-row-count', '26', ''),
('finish', 'clock_buffers', '0', ''),
('yosys', 'ys_seq_frac', '0', ''),
('die', 'top_level_ports', '193', ''),
('placed_design', 'place_hpwl', '6.165', 'mm'),
('setup_path', 'setup.worst_path.class', 'primary input to primary output', ''),
('finish', 'final_core_utilization', '0.5932', ''),
('placed_design', 'buffers_added_on_ports', '193', ''),
('global_routing', 'globalRoute.totalOverflow', '0', ''),
('die', 'die-height', '93', 'µm'),
('setup_path', 'crit_path_top_delay_cell', 'mux2_4', ''),
('timing', 'timing.final.hold_violations', '0', ''),
('hold_path', 'hold_path_depth', '3', ''),
('yosys', 'xor_area_frac', '0', ''),
('routing', 'postRouteAntennaNets', '0', ''),
('yosys', 'synth.top_cells.by_count', 'mux2_4, buf_12, mux2_2', ''),
('yosys', 'postSynthCellCount', '71', ''),
('finish', 'area_delta_synth_final', '183.0', '%'),
('die', 'core_area', '5140', 'µm²'),
('yosys', 'multiplexer_share_of_the_synthesized_area', '0.8780', ''),
('routing', 'wire_per_inst', '19.61', 'µm'),
('setup_path', 'critical-path-top-cell-by-count', 'buf_12', ''),
('setup_path', 'path_max_fanout', '7', ''),
('finish', 'regArea', '0', 'µm²'),
('yosys', 'synthDominantCellAreaShare', '0.8362', ''),
('setup_path', 'worstSetupStartpoint', 'sel', ''),
('timing', 'relSlewSlack', '0.9196', ''),
('global_routing', 'grt_use_total', '0.1443', ''),
('timing', 'report.final.setup_viol', '64', ''),
('timing', 'worstMarginPinSlew', '0.1206', 'ns'),
('yosys', 'syn_area_per_cell', '15.17', 'µm²'),
('setup_path', 'timing.critical_path.arrival', '0.98', 'ns'),
('yosys', 'synth.top_cells.by_area', 'mux2_4, buf_12, mux2_2, buf_6', ''),
('routing', 'drt_first_pass_iters', '2', ''),
('yosys', 'synth-compound-area-share', '0', ''),
('hold_path', 'min_path_type', 'primary input to primary output', ''),
('routing', 'initialDrtViolationCount', '16', ''),
('timing', 'final.min_clock_period', '1.185', 'ns'),
('setup_path', 'worst_setup_path_start_kind', 'primary input', ''),
('power', 'peak_ir_drop_on_the_vdd_network', '0.2150', 'mV'),
('timing', 'maximum_frequency_from_static_timing_analysis', '0.8439', 'GHz'),
('setup_path', 'cp_slowest_stage_delay', '0.28', 'ns');
-- report_power, final --
group / switching [mW] / internal [mW]
clock: 0 / 0.000000134
combinational: 0.286 / 0.934
sequential: 0 / 0
-- cell type report --
class,count,area share
antenna,1,0.0008207
multi-input combinational,64,0.3139
tap,70,0.02872
timing repair buffer,209,0.6565
-- what timing repair did --
action / in CTS / in global routing
cloned: 2 / 0
setup endpoints to repair: 64 / 64
buffers inserted: 6 / 1
gates resized: 377 / 10
-- cell usage in the layout (no fill, tap or decap) --
cell,Yosys,layout
dlygate4sd2_1,0,116
mux2_4,60,63
buf_6,1,50
dlymetal6s2s_1,0,5
diode_2,0,1
buf_8,0,1
mux2_2,4,1
buf_16,0,2
buf_2,0,21
buf_4,0,2
buf_12,6,5
clkdlybuf4s50_1,0,7
-- worst min-delay path: cells and delay by family --
family / cells / cell delay, ns
mux: 1 / 0.13
buf+inv: 2 / 0.16
-- per-stage QoR --
step | area (µm²) | instances | hold WS, ns
6_report | 3049 | 344 | 0.6908
5_1_grt | 3049 | 344 | 0.7167
4_1_cts | 2998 | 342 | 0.7367
3_5_place_dp | 3065 | 334 | 1.228
3_3_place_gp | 3065 | 334 | 1.234
2_1_floorplan | 1077 | 71 | 0.4977
-- cells by family after synthesis --
group,after synthesis
mux,64
buf+inv,7
-- how the worst min path moves through the flow --
stage	slack (ns)	endpoint
after global routing	0.72	Output[11]
final	0.69	Output[18]
after CTS	0.74	Output[61]
-- layer usage --
metal / routed length [µm] / global-route usage / up-vias
li1: - / - / 678
met1: 2200 / 0.1434 / 589
met2: 3899 / 0.2909 / 77
met3: 646 / 0.05331 / 0
met4: 0 / 0 / 0
met5: 0 / 0 / -
Power is estimated from default activity; no workload was simulated.
