==> design/flow/design.v <==
module IDG
(
  input [31:0] instruction,
  output reg [63:0] imm_data
);
always @ (instruction)
begin
  if (instruction[6:5] == 2'b00)
    begin
      imm_data = {{52{instruction[31]}},instruction[31:20]};
    end
  else if (instruction[6:5] == 2'b01)
    begin
      imm_data = {{52{instruction[31]}},instruction[31:25],instruction[11:7]};
    end
  else if (instruction[6] == 1'b1)
    begin
      imm_data = {{52{instruction[31]}},instruction[7],instruction[30:25],instruction[11:8],1'b0};
    end 
end  
endmodule
==> design/flow/run.sh <==
#!/bin/bash
# OpenROAD 26Q1-2900-gdf79404cd8, Yosys 0.63+post, stock flow scripts
make -C /OpenROAD-flow-scripts/flow DESIGN_CONFIG=/design/flow/config.mk WORK_HOME=/design/flow/orfs finish
==> design/flow/config.mk <==
export PLATFORM = sky130hd
export DESIGN_NAME = IDG
export DESIGN_NICKNAME = IDG
export VERILOG_FILES = /design/flow/design.v
export SDC_FILE = /design/flow/constraint.sdc
export NUM_CORES = 4
export LEC_CHECK = 1
export CORE_AREA = 10 10 70 70
export DIE_AREA = 0 0 80 80
==> design/flow/constraint.sdc <==
current_design IDG

set clk_period 2.0
set clk_io_pct 0.2

create_clock -name clk0 -period $clk_period

set non_clock_inputs [all_inputs -no_clocks]
set_input_delay [expr $clk_period * $clk_io_pct] -clock clk0 $non_clock_inputs
set_output_delay [expr $clk_period * $clk_io_pct] -clock clk0 [all_outputs]
==> Slide: Implementation Results <==
Synthesis and Place & Route Summary

Placed design
  • Dpl hpwl: 1.84 mm
  • GPL Wtd Cong: 0.704
  • DP Worst Slack: -0.484 ns
  • Port Buffers: 83

Global routing
  • Initial antenna violation count: 0
  • Global-route wire length before repair: 3.56 mm
  • Gr usage total: 6.87%
  • Total gr overflow: 0
  • Pin count of the biggest net entering global routing: 7
  • Vias in the first global route: 584

Floorplan
  • Ports: 96
  • Die W: 80 um
  • Die area: 6400 um^2
  • FP Rows: 21
  • CORE AREA: 3420 um^2
  • FP Util: 19.9%
  • Die height: 80 um

Synth
  • Area leader share: 56.5%
  • Post-synth cell types: 8
  • Cell taking the most area after synthesis: buf_4
  • Cell area leaders: buf_4 (56%), dlxtn_1 (29%), mux2_4 (8.9%)
  • Cell Area, Synth: 678 um^2
  • YS warnings: 1
  • Syn Area/Cell: 9.29 um^2
  • Ys cells: 73
  • FF+latch count, synth: 13
  • Synth Instances: 73
  • Yosys Chip Area: 678 um^2

Clock tree
  • Hold_buf cts: 0

Route
  • Routed length per placed instance: 13.6 um
  • Residual DRC: 0
  • DRT Wirelength: 2.51 mm
  • Antenna diodes: 0
  • Post-DRT Antenna Nets: 0
  • Vias per cell: 3.18
  • Drt first-iter violations: 2
  • Pre-Repair DR Iteration Count: 3
  • Vias: 586

Final layout
  • Largest register FFs: 13
  • Gate Area: 145 um^2
  • Layout cells sized above 1: 22.5%
  • Area grow syn2layout: 126%
  • Register area: 199 um^2
  • Fill cells: 299

Job
  • Max capacitance violation total: 0
  • Count of tool warnings: 45

Power and ir drop
  • Worst vdd ir: 58.7 uV
  • Power Density: 110 nW/um^2
  • Leak: 0.808 nW

STA
  • FMAX: 508 MHz
  • Hold Vio Cnt, Final: 0
  • Final setup margin: 0.0300 ns
  • Count of unclocked register or latch pins: 13
  • Fin. max-slew vios: 0
  • Number of unconstrained endpoints: 13
  • Min cycle time layout: 1.97 ns
  • Period utilisation layout: 98.5%
  • Setup TNS Final: 0 ns
  • Finish-stage setup viols: 0

Setup path
  • CP endpoint kind: primary output
  • Crit path arrival time: 1.57 ns
  • Type of origin of the critical path: input pin
  • Crit Path Class: input pin to primary output
  • WP data required: 1.60 ns
  • Max FO, Critical Path: 5

Outcome
  • Status: complete, no violations
## synth_stat cells
cell / n
buf_4: 51
conb_1: 1
dlxtn_1: 13
mux2_2: 1
mux2_4: 4
mux2i_1: 1
nor2_1: 1
nor2_4: 1
## cell type report
type                    instances  share of cell area, %
multi-input cells              21                   9.46
repair buffers                104                   73.8
well taps                      46                   3.75
flip-flops and latches         13                   13.0
## worst max path at each step
stage | start | slack (ns) | to
CTS | instruction[31] | 0.0008 | imm_data[34]
global route | instruction[31] | -0.0005 | imm_data[21]
finish | instruction[31] | 0.03 | imm_data[34]
## critical path: stages
cell and delay, ns:
buf_2 0.08, dlxtn_4 0.40, buf_12 0.13, buf_16 0.10, clkdlybuf4s50_1 0.46
## cells in the final DEF (no fill, tap or decap)
master           instances
mux2i_1                  1
mux2_4                   4
dlxtn_4                  1
clkdlybuf4s50_1         21
dlxtn_1                 12
buf_8                    1
dlygate4sd2_1           56
nor2_1                   1
buf_16                   5
buf_4                    7
buf_2                    3
bufbuf_16                2
buf_12                   5
buf_6                    1
dlymetal6s2s_1           2
conb_1                  13
nor2_4                   1
clkdlybuf4s15_1          1
mux2_2                   1
## timing repair
action	4_1_cts	5_1_grt
setup buffers	12	2
gates cloned	7	0
pin swaps	1	1
endpoints found under the setup margin	64	18
resized	75	5
## power breakdown
| group | internal [mW] | leakage (nW) | switching, mW |
|---|---|---|---|
| registers | 0.0212 | 0.106 | 0.00235 |
| clock network | 0 | 0 | 0 |
| logic | 0.112 | 0.702 | 0.0332 |
| total | 0.134 | 0.808 | 0.0356 |
## logic make-up after synthesis
logic type | after synthesis | share of synthesized area (%)
latches | 13 | 28.8
mux | 6 | 12.0
buf+inv | 51 | 56.5
simple gates | 2 | 2.21
other cells | 1 | 0.553
## through the flow
stage / power (mW) / cell area [um^2] / utilization, % / cells
2_1_floorplan: 0.0747 / 724 / - / 85
5_1_grt: 0.182 / 1530 / 44.9 / 184
6_report: 0.169 / 1530 / 44.9 / 184
4_1_cts: 0.171 / 1520 / 44.4 / 182
3_3_place_gp: 0.153 / 1260 / 36.8 / 165
3_5_place_dp: 0.154 / 1260 / 36.8 / 165
## routing by layer
metal | vias to the layer above | track usage (%) | wire [um]
li1 | 296 | - | -
met1 | 255 | 6.97 | 820
met2 | 33 | 13.6 | 1400
met3 | 2 | 2.16 | 252
met4 | 0 | 0.704 | 32
met5 | - | 0 | 0
Power is estimated from default activity; no workload was simulated.
